`./run.sh`:
```
#!/bin/bash
# OpenROAD 26Q1-2900-gdf79404cd8, Yosys 0.63+post, stock flow scripts
make -C /OpenROAD-flow-scripts/flow DESIGN_CONFIG=/design/flow/config.mk WORK_HOME=/design/flow/orfs finish
```
`./config.mk`:
```
export PLATFORM = sky130hd
export DESIGN_NAME = adder3
export DESIGN_NICKNAME = adder3
export VERILOG_FILES = /design/flow/design.v
export SDC_FILE = /design/flow/constraint.sdc
export NUM_CORES = 4
export LEC_CHECK = 1
export CORE_AREA = 10 10 121 121
export DIE_AREA = 0 0 131 131
```
`./constraint.sdc`:
```
current_design adder3

set clk_period 33.9
set clk_io_pct 0.2

create_clock -name clk0 -period $clk_period

set non_clock_inputs [all_inputs -no_clocks]
set_input_delay [expr $clk_period * $clk_io_pct] -clock clk0 $non_clock_inputs
set_output_delay [expr $clk_period * $clk_io_pct] -clock clk0 [all_outputs]
```
`./design.v`:
```
`timescale 1ns / 1ps
module adder3(
input [63:0] a_i,
input [63:0] b_i,
output reg [64:0]sum_o  
    );
initial begin
sum_o[64] = 1'b0;
end    
always@* begin
        sum_o = a_i + b_i;
    end
endmodule
```
==> flow_summary.ini <==
; generated from flow reports
[outcome]
status = finished clean

[grt]
met2_usage = 0.312
grt-ovfl-total = 0
grt_max_degree = 14
grtUsageMet1 = 0.244
grt_first_pass_wirelength_um = 25400
groute.layer.met3.usage = 0.0237
grt_use_total = 0.180
antenna_found_initial = 0
grt_pass1_vias = 4953
gr-max-usage-layer = met2

[final_timing]
rsz0062_at_grt = no
slew-limit-headroom = 0.592
period_used_share = 0.505
setup_tns_ns = 0
worst_pin_slew_ns = 0.605
hold_viol = 0
timing.final.setup_violations = 0
finalWorstSetupSlack_ns = 16.76
slew_violations = 0
timing.fmax_ghz = 0.0584
min_period_ns = 17.14

[yosys]
synth_cell_type_count = 66
yosysCellCount = 590
yosys.stat.seqShare = 0
yosysChipArea_mm2 = 0.00399
syn_area_mm2 = 0.00399
syn_area_per_cell_um2 = 6.76
yosysWarnings = 1
synthCells = 590

[detailed_routing]
drtIter0Drc = 298
first_pass_iters = 4
postRouteAntennaNets = 0
drt_wl_total_um = 15900
vias = 4951
wl_per_cell_um = 17.3
viasPerCell = 5.40
drc = 0
antennaDiodeCount = 0

[worst_setup_path]
path_max_fanout = 4
slowest_stage = clkdlybuf4s50_1
critPathLaunch = a_i[0]
crit_top_cell = clkdlybuf4s50_1
arrival_ns = 10.36
max_stage_delay_ns = 0.50
required_ns = 27.12
worst-setup-path-type = input port to output pin
critPathCaptureType = output pin
startpoint_type = input port
critPathCapture = sum_o[62]
path_cells = clkdlybuf4s50_1 -> ha_1 -> fa_1 -> a21o_1 -> a221oi_2 -> o31a_1 -> nor3b_1 -> o21ai_1 -> a21oi_1 -> o21a_1 -> a221o_1 -> xor2_1 -> clkdlybuf4s50_1

[floorplanning]
initial_core_util = 0.330
ios = 193
coreArea_mm2 = 0.0121
die_h_um = 131
die_x_um = 131
std_cell_rows = 40
die_area_mm2 = 0.0172

[cells_and_area]
final_util = 0.495
lay_top_cells = clkdlybuf4s50_1 (193), a21oi_1 (68), ha_1 (64)
clockBufferCount = 0
fin_area_mm2 = 0.00597
stdcell_count = 917
flops = 0
syn2layout_area_growth_pct = 49.7
drive_gt1_frac = 0.0280
lay_top_count = clkdlybuf4s50_1
flop_area_um2 = 0

[place]
dp.cells = 917
placed_cell_area_mm2 = 0.00597
place_congestion = 0.909
place_ws_ns = 16.76
dp_hpwl_um = 14000
port_buffers = 193

[worst_hold_path]
hold_path_class = input port to output pin

[flow_run]
drv_cap = 0
warnings = 32

[pwr]
peakVddDrop_mv = 0.00939
p_leak_uw = 0.00247
powerDensity_mw_per_mm2 = 21.5

[clock_network]
post_cts_buffers = 0
post_cts_resized = 0
ctsHoldBuffers = 0
-- power breakdown --
part,internal (µW),switching [µW]
Combinational,72.4,55.7
Sequential,0,0
Clock,0,0
Total,72.4,55.7
-- cells by family after synthesis --
group	after synthesis	share of synthesized area
AOI/OAI and AO/OA	225	0.370
and+or+nand+nor	193	0.241
adders and majority gates	65	0.206
xor gates and xnor gates	57	0.125
buffers and inverters	49	0.0549
muxes	1	0.00251
-- cell type report --
type                       instances  area (µm²)
fill                            1202        6100
inverter                          15        56.3
multi-input combinational        541        3770
tap                              168         210
timing repair buffer             193        1930
-- synthesized netlist by cell type (all sizes together), types with 6 or more instances --
library cell | number | area (µm²)
or3 | 9 | 56.3
a211oi | 8 | 60.1
nand3 | 10 | 50.1
o21ai | 54 | 278
nand2 | 55 | 209
clkbuf | 21 | 78.8
nor3 | 16 | 85.1
a21oi | 71 | 382
ha | 64 | 801
and4 | 8 | 72.6
xor2 | 22 | 193
inv | 15 | 56.3
o21bai | 10 | 78.8
o21a | 6 | 45.0
buf | 13 | 83.8
a31oi | 10 | 62.6
a21o | 35 | 263
nand4 | 26 | 163
nor2 | 47 | 179
xnor2 | 35 | 307
-- through the flow --
| stage | total power (µW) | hold WS (ns) |
|---|---|---|
| floorplan | 61.9 | 13.63 |
| global placement | 129 | 14.60 |
| detailed placement | 128 | 14.60 |
| CTS | 130 | 14.60 |
| global route | 142 | 14.64 |
| finish | 128 | 14.59 |
-- metal layers --
metal,vias up,routed length [µm],part of all wire
met1,2274,7110,0.45
li1,2537,-,-
met3,4,956,0.060
met4,0,61,0.0038
met5,-,0,0
met2,136,7740,0.49
-- worst min path at each step --
stage	from	to	slack [ns]	cells after the start
after CTS	b_i[0]	sum_o[0]	14.60	3
final	b_i[0]	sum_o[0]	14.59	3
after global routing	a_i[0]	sum_o[0]	14.64	3
-- worst max-delay path, delay by kind of cell --
kind,cells,cell delay [ns]
and+or+nand+nor,1,0.09
xor gates and xnor gates,1,0.13
buffers and inverters,2,0.90
AOI/OAI and AO/OA,7,1.82
adders and majority gates,2,0.62
Power and IR drop assume default switching activity.
