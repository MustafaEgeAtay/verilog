**flow/design.v**
```verilog
`timescale 1ns / 1ps
module adder2(
input [63:0]a_i,
input [63:0]b_i,
output [64:0]sum_o
);
reg [64:0]carry=65'd0;
reg [63:0]sum,g,p;
integer i;
always@(*)begin
            g[63:0] = a_i[63:0] & b_i[63:0];
            p[63:0] = a_i[63:0] ^ b_i[63:0];
 for (i=0;i<64;i=i+1)begin
 carry[i+1] = g[i] | p[i] & carry[i] ;
 end
 sum[63:0]  = carry[63:0] ^ p[63:0];
 end
assign sum_o = {carry[64],sum[63:0]};
endmodule
```
**flow/run.sh**
```bash
#!/bin/bash
# OpenROAD 26Q1-2900-gdf79404cd8, Yosys 0.63+post, stock flow scripts
make -C /OpenROAD-flow-scripts/flow DESIGN_CONFIG=/design/flow/config.mk WORK_HOME=/design/flow/orfs finish
```
**flow/config.mk**
```make
export PLATFORM = sky130hd
export DESIGN_NAME = adder2
export DESIGN_NICKNAME = adder2
export VERILOG_FILES = /design/flow/design.v
export SDC_FILE = /design/flow/constraint.sdc
export NUM_CORES = 4
export LEC_CHECK = 1
export CORE_UTILIZATION = 30
```
**flow/constraint.sdc**
```tcl
current_design adder2

set clk_period 61.2
set clk_io_pct 0.2

create_clock -name clk0 -period $clk_period

set non_clock_inputs [all_inputs -no_clocks]
set_input_delay [expr $clk_period * $clk_io_pct] -clock clk0 $non_clock_inputs
set_output_delay [expr $clk_period * $clk_io_pct] -clock clk0 [all_outputs]
```
==> impl_metrics.yaml <==
# implementation run metrics
outcome:
  outcome: "finished, final reports clean"
final_timing:
  slew_violations: 0
  tightestPinTransition_ns: 0.132
  fin_crit_ns: 50.30
  setup_tns_ns: 0
  setup_ws_ns: 10.90
  slew_headroom_pct: 91.2
  setup_viol: 0
  finalHoldViolations: 0
  rsz0062_at_grt: "false"
  timing.fmax_mhz: 19.9
  period_used_pct: 82.2
critical_path:
  cp_num_buf_inv: 4
  critPathKind: "in2out"
  path_common_cell: "fa_1"
  worstPathArrival_ns: 38.06
  critPathLaunchType: "primary input"
  cpMaxStageDelayCell: "clkdlybuf4s50_1"
  cp_top_family: "adder cells"
  required_ns: 48.96
  cp_slowest_stage_delay_ns: 0.51
  crit_path_end_kind: "primary output"
  cp-startpoint: "a_i[0]"
  cp_max_fo: 1
min_path:
  whs_path_depth: 3
  min_to: "sum_o[0]"
  hold_path_startpoint: "b_i[0]"
  holdCritPathClass: "in2out"
pwr:
  power.density_mw_per_mm2: 10.6
  leakage_nw: 1.25
  p_total_mw: 0.0347
  vdd_drop_max_mv: 0.00591
floorplan:
  die_w_um: 67.6
  fp.dieH_um: 67.6
  fp_util_pct: 31.9
  pin_count: 193
  row_count: 23
  coreArea_mm2: 0.00406
  die_area_mm2: 0.00457
grt:
  grt_pass1_vias: 1586
  grt_first_pass_wirelength_um: 8250
  groute.usage.overall_pct: 28.1
  grt_max_degree: 2
  overflow: 0
  antenna_found_initial: 0
place:
  pre_cts_ws_ns: 10.96
  gp_congestion: 0.902
  dpl.hpwl_um: 5790
  io_buffers: 193
detailed_routing:
  drt_iter0_drc: 12
  antenna_cells_inserted: 0
  drtAntennaViolNets: 0
  drcViolationCount: 0
  wl_per_cell_um: 18.7
  via_per_inst: 4.42
  routed_wl_um: 5850
  routed-via-count: 1380
  drt-pass1-iter-count: 4
synthesis:
  yosysSeqAreaShare_pct: 0
  common_cells: "fa_1 (63), inv_1 (5), ha_1 (1)"
  synthDistinctLibCells: 3
  yosys-stat-area_mm2: 0.00129
  synth_top_area_share_pct: 97.6
  area_leaders: "fa_1 (98%), inv_1 (1.5%), ha_1 (0.97%)"
  syn-cell-area_mm2: 0.00129
  top_cell: "fa_1"
  syn_inst: 69
  yosys_warnings: 1
  ys_cells: 69
  synth_area_per_cell_um2: 18.7
  largest_area_cell: "fa_1"
run:
  cap_violations: 0
  warnings: 33
final_layout:
  flop-count: 0
  seqCellArea_um2: 0
  clkbuf_count: 0
  drive_gt1_share_pct: 0
  syn_to_final_growth_pct: 154
cts:
  postCtsSetupBuffers: 0
  cts_hold_buf: 0
  cts_resized: 0
[worst max path at each step]
stage                  endpoint  slack (ns)  cells after the start
final                 sum_o[63]       10.90                     68
after global routing  sum_o[63]       10.13                     68
after CTS             sum_o[63]       10.90                     68
[logic make-up (layout without fill, tap and decap cells)]
logic type	after synthesis	after routing	synth area share [%]
fa+ha+maj	64	64	98.5
buf+inv	5	198	1.45
[power breakdown]
group / total [mW] / switching [mW] / internal (mW)
Sequential: 0 / 0 / 0
Combinational: 0.0347 / 0.00908 / 0.0257
Clock: 0 / 0 / 0
[metal layers]
| metal | part of all wire, % | GRT usage, % |
|---|---|---|
| met5 | 0 | 0 |
| met4 | 1.1 | 2.66 |
| met3 | 16 | 12.8 |
| met2 | 52 | 48.6 |
| met1 | 30 | 34.0 |
[layout make-up]
class / count / area (um2)
Multi-Input combinational cell: 64 / 1270
Fill cell: 264 / 771
Inverter: 5 / 18.8
Timing Repair Buffer: 193 / 1930
Tap cell: 50 / 62.6
[per-stage QoR]
| stage | instance area, um2 | util, % | instances | hold WS, ns |
|---|---|---|---|---|
| 5_1_grt | 3290 | 81.0 | 312 | 25.56 |
| 2_1_floorplan | 1290 | - | 69 | 24.55 |
| 3_5_place_dp | 3290 | 81.0 | 312 | 25.51 |
| 6_report | 3290 | 81.0 | 312 | 25.51 |
| 4_1_cts | 3290 | 81.0 | 312 | 25.52 |
| 3_3_place_gp | 3290 | 81.0 | 312 | 25.51 |
[placed cells by master (no fill, tap or decap)]
| cell type | n |
|---|---|
| clkdlybuf4s50_1 | 193 |
| fa_1 | 63 |
| ha_1 | 1 |
| inv_1 | 5 |
No activity file was given, so power comes from the tool's default toggle rates.
