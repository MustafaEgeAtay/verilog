[flow/design.v]
`timescale 1ns / 1ps
module adder4(   
input [63:0] a_i,b_i,
output [64:0] sum_o 
);
reg cin = 1'b0;
wire cout;
assign sum_o[64]=1'd0;
wire [63:0] temp0,temp1,carry0,carry1;
fulladder f0(a_i[0],b_i[0],1'b0,temp0[0],carry0[0]);
genvar i;
generate 
for (i=1; i<64; i=i+1) begin
fulladder k1(a_i[i],b_i[i],carry0[i-1],temp0[i],carry0[i]);
end
endgenerate
fulladder f1(a_i[0],b_i[0],1'b1,temp1[0],carry1[0]);
genvar j;
generate 
for (j=1; j<64; j=j+1) begin
fulladder k2(b_i[j],a_i[j],carry1[j-1],temp1[j],carry1[j]);
end
endgenerate
multiplexer2 mux_carry(carry0[63],carry1[63],cin,cout);
genvar z;
generate
for (z=0; z<64; z=z+1) begin
multiplexer2 s(temp0[z],temp1[z],cin,sum_o[z]);
end
    endgenerate
        endmodule 
module multiplexer2
        (   input i0,i1,sel,
            output reg bitout
            );
always@(i0,i1,sel)
begin
if(sel == 0)
    bitout = i0;
else
    bitout = i1; 
end
endmodule
module fulladder
        (   input a,b,cin,
            output sum,carry
            );
assign sum = a ^ b ^ cin;
assign carry = (a & b) | (cin & b) | (a & cin);
endmodule
[flow/run.sh]
#!/bin/bash
# OpenROAD 26Q1-2900-gdf79404cd8, Yosys 0.63+post, stock flow scripts
make -C /OpenROAD-flow-scripts/flow DESIGN_CONFIG=/design/flow/config.mk WORK_HOME=/design/flow/orfs finish
[flow/config.mk]
export PLATFORM = sky130hd
export DESIGN_NAME = adder4
export DESIGN_NICKNAME = adder4
export VERILOG_FILES = /design/flow/design.v
export SDC_FILE = /design/flow/constraint.sdc
export NUM_CORES = 4
export LEC_CHECK = 1
export CORE_AREA = 10 10 124 124
export DIE_AREA = 0 0 134 134
[flow/constraint.sdc]
current_design adder4

set clk_period 17.0
set clk_io_pct 0.2

create_clock -name clk0 -period $clk_period

set non_clock_inputs [all_inputs -no_clocks]
set_input_delay [expr $clk_period * $clk_io_pct] -clock clk0 $non_clock_inputs
set_output_delay [expr $clk_period * $clk_io_pct] -clock clk0 [all_outputs]
==> impl_metrics.py <==
# Flow results
metrics = {
    "hold_path": {
        "hold_path_class": "in2out",
        "min-delay-start": "b_i[0]",
    },
    "worst_setup_path": {
        "critPathLaunch": "a_i[0]",
        "critPathArrivalTime_ns": 25.91,
        "startpoint_type": "primary input",
        "path_common_cell": "fa_2",
        "crit_slowest_cell": "clkdlybuf4s50_1",
        "endpoint_kind": "output pin",
        "cp_slowest_stage_delay_ns": 0.47,
        "critical_path_class": "in2out",
        "cp.required_ns": 13.60,
        "path_max_fanout": 1,
    },
    "route": {
        "drc": 0,
        "antenna_cells": 0,
        "ant_nets": 0,
        "wl_um": 7070,
        "drtPass1Iterations": 2,
        "drt-initial-drc-count": 10,
        "wire_per_inst_um": 16.5,
        "vias_per_cell": 3.29,
        "num_vias": 1411,
    },
    "grt": {
        "grt_max_degree": 2,
        "antenna_found_initial": 0,
        "track_usage": 0.0764,
        "grt_pass1_vias": 1779,
        "grt_pass1_wl_um": 10500,
        "grt_overflow": 0,
    },
    "floorplanning": {
        "boundaryPins": 193,
        "num_rows": 41,
        "die_w_um": 134,
        "die-area_mm2": 0.0180,
        "fp-utilization": 0.140,
        "dieHeight_um": 134,
        "fp.coreArea_mm2": 0.0127,
    },
    "timing": {
        "rsz0062_at_grt": "true",
        "period_minus_slack_ns": 29.31,
        "post-route-period-util": 1.72,
        "worst_slack_ns": -12.31,
        "final_max_slew_viol_count": 0,
        "setup_violations": 36,
        "hold_viol_final": 0,
        "fmax_mhz": 34.1,
    },
    "run": {
        "warnings": 35,
        "cap_violations": 0,
    },
    "synth": {
        "synth_warnings": 2,
        "syn_inst": 130,
        "ys_seq_share": 0,
        "top_cells_by_area": "fa_1 (70%), buf_4 (28%), xor3_1 (1.3%)",
        "yosysTopAreaCellShare": 0.702,
        "yosys.area.top_type": "fa_1",
        "yosys_cells": 130,
        "synth.distinct_cells": 5,
        "syn_avg_cell_area_um2": 13.6,
        "yosys_area_mm2": 0.00177,
        "netlist_area_mm2": 0.00177,
    },
    "clocking": {
        "post_cts_buffers": 0,
        "cts_hold_buffers": 0,
    },
    "placement": {
        "port_buffers": 192,
        "gp_congestion": 0.744,
        "placed_cells": 429,
        "dp_hpwl_um": 6990,
        "place_ws_ns": -12.98,
    },
    "finish": {
        "drive_gt1_frac": 0.397,
        "syn2layout_area_growth_pct": 94.1,
        "regArea_um2": 0,
        "fillers": 1334,
        "final_cells": 429,
        "ff_count": 0,
        "nClkBuffers": 0,
    },
    "power_and_ir_drop": {
        "p_leak_nw": 1.20,
        "irDropWorstVdd_mv": 0.0109,
        "p_per_area_mw_per_mm2": 33.9,
    },
    "status": {
        "status": "finished with violations",
        "violations": "negative setup slack",
    },
}
[kinds of logic (layout without fill, tap and decap cells)]
family | Yosys count | after routing | synth area share
xor gates and xnor gates | 1 | 1 | 0.0134
adders and majority gates | 63 | 63 | 0.709
buffers and inverters | 65 | 192 | 0.276
other | 1 | 1 | 0.00212
[path summary, 6_finish.rpt]
path	endpoint	cells after the start
worst max-delay path	sum_o[63]	66
worst min-delay path	sum_o[0]	3
[stage by stage]
stage                     total power, W  hold slack, ns  utilization  cell area [um2]  setup TNS (ns)
final                           0.000116            7.44        0.271             3430         -222.09
after global routing            0.000133            7.46        0.271             3430         -237.29
after CTS                       0.000120            7.45        0.270             3420         -225.11
after detailed placement        0.000136            7.81        0.283             3580         -253.06
after global placement          0.000135            7.80        0.283             3580         -250.71
after floorplan                0.0000641            6.97            -             1930         -202.98
[power breakdown]
group,total [W],internal [W],leakage (nW),switching [W]
logic,0.000116,0.0000813,1.20,0.0000350
registers,0,0,0,0
clock network,0,0,0,0
total,0.000116,0.0000813,1.20,0.0000350
[worst max-delay path: cells and delay by family]
family     cells  cell delay [ns]
xor+xnor       1             0.19
buf+inv        2             0.57
fa+ha+maj     63            21.70
[final cells by class]
class                      count  area (um2)  share of cell area
timing repair buffer         192        1770               0.515
multi-input combinational     65        1450               0.422
tap                          172         215              0.0627
[cells in the mapped netlist (all sizes together)]
cell type  instances
ha                 1
xor3               1
fa                62
conb               1
buf               65
[placed cells by master, fill, tap and decap left out]
cell / n
buf_6: 7
buf_2: 31
conb_1: 1
fa_2: 62
clkdlybuf4s15_1: 1
clkdlybuf4s50_1: 152
xor3_1: 1
clkbuf_2: 1
ha_4: 1
[metal layers]
layer,up-vias,global-route usage,wire (um)
li1,579,-,-
met1,643,0.0984,2960
met2,189,0.102,2440
met3,0,0.0648,1660
met4,0,0,0
met5,-,0,0
[timing repair]
item | in CTS | in global routing
endpoints found under the setup margin | 38 | 37
resized | 136 | 5
pin swaps | 1 | 0
Power and IR drop assume default switching activity.
